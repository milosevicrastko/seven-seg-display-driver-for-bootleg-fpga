==> ./design.v <==
module incrementer(clk, reset, incr_in, incr_out, incr_enable);
	input clk;
	input reset; 
	input incr_in;
	output reg [3:0] incr_out;
	output reg incr_enable;
	reg[3:0] incr_reg, incr_next;
	always @ (posedge(clk), posedge(reset))
		begin
			if(reset==1'b1)
				incr_reg <= 4'b0000;  
			else
				if(incr_reg == 4'b1010)   
					incr_reg <= 4'b0000;    
				else 
					incr_reg <= incr_next;
		end 
		always @ (*)
			begin
				if(incr_in == 1'b1) incr_next <= incr_reg + 4'b0001;
				else incr_next <= incr_reg;
				if(incr_reg == 4'b1010)   
					incr_enable <= 1'b1;
				else 	
					incr_enable <= 1'b0;
				incr_out <= incr_reg;
			end  
endmodule 
==> ./run.sh <==
#!/bin/bash
# OpenROAD 26Q1-2900-gdf79404cd8, Yosys 0.63+post, stock flow scripts
make -C /OpenROAD-flow-scripts/flow DESIGN_CONFIG=/design/flow/config.mk WORK_HOME=/design/flow/orfs finish
==> ./config.mk <==
export PLATFORM = sky130hd
export DESIGN_NAME = incrementer
export DESIGN_NICKNAME = incrementer
export VERILOG_FILES = /design/flow/design.v
export SDC_FILE = /design/flow/constraint.sdc
export NUM_CORES = 4
export LEC_CHECK = 1
export CORE_AREA = 10 10 70 70
export DIE_AREA = 0 0 80 80
==> ./constraint.sdc <==
current_design incrementer

set clk_period 1.2
set clk_io_pct 0.2

create_clock -name clk0 -period $clk_period [get_ports {clk}]

set non_clock_inputs [all_inputs -no_clocks]
set_input_delay [expr $clk_period * $clk_io_pct] -clock clk0 $non_clock_inputs
set_output_delay [expr $clk_period * $clk_io_pct] -clock clk0 [all_outputs]
==> results.tsv <==
stage	metric	value	unit
detailed_routing	drt total wl	728	microns
global_routing	GR Overflow Total	0	
final_timing	Fmax achieved	801	MHz
detailed_routing	Via density	2.64	
placement	Placer Congestion	0.726	
floorplanning	Core ar.	3420	sq um
synthesis	Synthesis Warnings	1	
flow_run	max_cap viols	0	
hold_path	Hold Path Class	input pin to async pin	
power	LEAKAGE	0.000205	uW
final_timing	Tmin final	1.25	ns
detailed_routing	Antenna Violating Nets Remaining	0	
setup_path	slowest CP cell	dfrtp_1	
setup_path	Worst EP required	0.96	ns
floorplanning	chip height	80	microns
clock_tree	CTS tree	done	
setup_path	CP startpoint kind	flop	
synthesis	Mapped Cells	20	
synthesis	Synth flops	4	
final_timing	Rel. slew slack	89.4	%
global_routing	first-pass GRT wire length	1.17	mm
cells_and_area	Non-Filler Instances	88	
clock_tree	Root Buffer	clkbuf_4	
cells_and_area	max FFs per register	4	
power	PD cells	2300	nW/um^2
detailed_routing	ant diodes	0	
final_timing	Worst Clk Skew	0.00208	ns
setup_path	critical-path cell list	nor2b_4 > and3_4 > buf_2	
global_routing	initial antenna violation count	0	
flow_run	Log Warnings	27	
global_routing	largest net degree at the start of global routing	6	
final_timing	Final setup violation count	1	
placement	pre-CTS setup slack	-0.213	ns
final_timing	final hold viol count	0	
setup_path	Critical path buffers and inverters	1	
setup_path	Crit path largest cell delay	0.41	ns
placement	Final HPWL DP	539	microns
clock_tree	TritonCTS buffer count	3	
detailed_routing	DRC marker count from the first detailed-route iteration	0	
clock_tree	hold_buf cts	0	
floorplanning	I/O pins	8	
floorplanning	Die Area	6400	sq um
clock_tree	Longest Clk Path Bufs	2	
final_timing	Slew Viols, Final	0	
detailed_routing	WL per Instance	8.27	microns
setup_path	crit end category	output port	
synthesis	syn avg cell area	10.1	sq um
synthesis	cell total in the yosys stat output	20	
cells_and_area	ratio of cells with drive above 1 in the final layout	47.6	%
clock_tree	htree depth	1	
cells_and_area	Final Util	13.6	%
detailed_routing	DRC viols	0	
status	violated checks	setup timing	
synthesis	synthesized area	201	sq um
setup_path	crit path kind	flop to output port	
detailed_routing	vias	232	
final_timing	worst slew pin tran	0.159	ns
final_timing	Tcrit/Tclk final	104	%
floorplanning	die width	80	microns
clock_tree	Latency at later pin	0.24	ns
final_timing	worst setup slack after layout	-0.0484	ns
synthesis	Chip Area, Yosys	201	sq um
final_timing	RSZ-0062 raised after global routing	true	
floorplanning	FP Core Util	5.90	%
synthesis	Post-synth seq share	49.7	%
placement	Inst Count DP	80	
placement	IO Port Bufs	7	
cells_and_area	P&R area growth vs syn	130	%
setup_path	worst-path fanout max	2	
setup_path	CP delay by family, top	flip-flops	
cells_and_area	Final Cell Area	463	sq um
synthesis	Distinct lib cells used	14	
placement	DP Area	382	sq um
detailed_routing	TritonRoute pass-1 iters	1	
floorplanning	num rows	21	
global_routing	total track usage	2.25	%
clock_tree	Sink Count	4	
status	status	complete, but fails checks	
global_routing	vias in the first global route	256	
power	worst vdd ir	0.331	mV
clock_tree	clock-pin slew on the worst setup and hold paths	0.04	ns
setup_path	Worst EP arrival	1.01	ns
-- kinds of logic after synthesis --
| logic type | Yosys count | synth area share, % |
|---|---|---|
| xor+xnor | 2 | 8.70 |
| mux | 1 | 4.97 |
| simple gates | 7 | 20.5 |
| flops | 4 | 49.7 |
| buf+inv | 2 | 3.73 |
| compound gates | 4 | 12.4 |
-- repair_timing --
item | CTS | global route
setup buffers | 6 | 0
endpoints found under the setup margin | 5 | 5
gates resized | 21 | 3
pin swaps | 1 | 3
-- Yosys cell counts (all sizes together) --
master  number  area [sq um]
and3         1          7.51
o21ai        2          10.0
nand3        2          10.0
inv          2          7.51
and2         1          6.26
nand3b       1          7.51
o22ai        1          6.26
nor2b        1          6.26
dfrtp        4           100
mux2i        1          10.0
nand2        1          3.75
a22o         1          8.76
xnor2        2          17.5
-- power by group --
part / internal [uW] / switching (uW)
Sequential: 198 / 51.9
Combinational: 440 / 209
Clock: 112 / 54.4
-- cell type report --
| cell class | instances | area (sq um) |
|---|---|---|
| sequential | 4 | 100 |
| multi-input combinational | 14 | 105 |
| fill | 401 | 2950 |
| clock buffer | 3 | 22.5 |
| inverter | 2 | 7.51 |
| timing repair buffer | 19 | 170 |
| tap | 46 | 57.6 |
-- cells in the final DEF, fill, tap and decap left out, drive strengths merged, types with 2 or more instances in the layout --
cell           count
clkbuf             4
buf               14
dfrtp              4
xnor2              2
inv                2
o21ai              2
clkdlybuf4s15      2
clkdlybuf4s50      2
nand3              2
-- worst paths after layout --
path                             start     endpoint  slack (ns)  depth (start not counted)
max                        incr_reg[2]  incr_enable       -0.05                          3
min                              reset  incr_reg[0]        0.19                          2
max reg2reg                incr_reg[2]  incr_reg[3]        0.05                          5
min reg2reg                incr_reg[0]  incr_reg[0]        0.69                          3
max in group asynchronous        reset  incr_reg[3]        0.85                          2
min in group clk0              incr_in  incr_reg[0]        0.65                          2
-- through the flow --
step	hold slack (ns)	setup TNS [ns]	power, uW
floorplan	0.00608	0	406
global placement	0.446	-0.295	720
detailed placement	0.448	-0.316	727
CTS	0.195	-0.136	1100
global route	0.208	-0.0867	1140
finish	0.192	-0.0484	1060
-- routing by layer --
layer / vias up / track usage [%] / wire (microns)
li1: 117 / - / -
met1: 107 / 1.81 / 226
met2: 4 / 4.49 / 442
met3: 4 / 0.455 / 4
met4: 0 / 1.76 / 55
met5: - / 0 / 0
Power and IR drop assume default switching activity.
