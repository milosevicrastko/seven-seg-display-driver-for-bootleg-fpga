### /design/flow/run.sh
#!/bin/bash
# OpenROAD 26Q1-2900-gdf79404cd8, Yosys 0.63+post, stock flow scripts
make -C /OpenROAD-flow-scripts/flow DESIGN_CONFIG=/design/flow/config.mk WORK_HOME=/design/flow/orfs finish
### /design/flow/config.mk
export PLATFORM = sky130hd
export DESIGN_NAME = counter
export DESIGN_NICKNAME = counter
export VERILOG_FILES = /design/flow/design.v
export SDC_FILE = /design/flow/constraint.sdc
export NUM_CORES = 4
export LEC_CHECK = 1
export CORE_UTILIZATION = 30
### /design/flow/constraint.sdc
current_design counter

set clk_period 3.4
set clk_io_pct 0.2

create_clock -name clk0 -period $clk_period [get_ports {clk}]

set non_clock_inputs [all_inputs -no_clocks]
set_input_delay [expr $clk_period * $clk_io_pct] -clock clk0 $non_clock_inputs
set_output_delay [expr $clk_period * $clk_io_pct] -clock clk0 [all_outputs]
### /design/flow/design.v
module counter(clk,reset,out);
	input clk;
	input reset;
	output reg out;
	reg[25:0] counter_reg, counter_next;
	always @(posedge(clk), posedge(reset))
	begin
		if(reset == 1'b1)
			counter_reg <= 1'b0;
		else
			if(counter_reg == 26'b10111110101111000010000001)
				counter_reg <= 26'b0;
			else 
				counter_reg <= counter_next;
	end 
	always @ (*)
	begin
		counter_next <= counter_reg + 26'b00000000000000000000000001;
		if(counter_reg == 26'b10111110101111000010000000)
			out <= 1'b1;
		else 
			out <= 1'b0;
	end 
endmodule 
==> run summary <==
status = finished, final reports clean
Worst R2R End = counter_reg[22]$_DFF_PP0_
register share of total power = 59.6%
Core Util at FP = 31.5%
stage-log warning count = 28
Hold WS = 0.496 ns
worst rel slew slack = 74.4%
final period utilization = 77.3%
min Tclk post-route = 2.63 ns
DRC Markers = 0
Pwr Total = 0.000518 W
met1 Resource Use GR = 18.5%
Crit path arrival time = 1.95 ns
clock power share = 38.9%
share of post-route cells with drive strength above 1 = 9.22%
1st-iter DRT viols = 52
Post-CTS Setup Inserts = 0
Max-cap violations = 0
CTS tree = done
Main area contributors = dfrtp_1 47%, xnor2_1 7.6%, ha_1 3.6%
Yosys Instances = 137
io pins = 3
DR WL/cell = 13.7 um
clock transition at the registers of the reported paths = 0.09 ns
# setup viols final = 0
final WL = 2640 um
switching portion of total power = 20.1%
CP Max Fanout = 7
Largest register FFs = 26
Setup crit start = counter_reg[4]$_DFF_PP0_
Clk Latency, worst-skew pair = 0.27 ns
Worst-Margin Slew = 0.381 ns
hpwl dp = 1870 um
reg2reg path depth = 4
Hold Vio Cnt, Final = 0
GRT overflow = 0
H-tree depth = 1
Hold Crit Depth = 1
hold path start = counter_reg[24]$_DFF_PP0_
GRT Total Usage = 11.7%
Setup TNS Final = 0 ns
WS Path Type = reg2out
Pre-antenna DRT Iters = 4
Slew Limit Fails = 0
Gates resized, CTS repair = 0
clk root buf = clkbuf_8
clk_skew = 0.00556 ns
Seq/Total Area, Yosys = 47.1%
Fmax achieved = 381 MHz
area leader, netlist = dfrtp_1
largest net degree at the start of global routing = 27
Gate power share = 1.5%
hold endpoint = counter_reg[24]$_DFF_PP0_
vias in the first global route = 988
cts hold-fix bufs = 0
synth warn = 1
# rows = 24
Mean Syn Cell Area = 10.1 um^2
Yosys reg bits = 26
Reg-to-Reg Start = counter_reg[4]$_DFF_PP0_
core area = 4380 um^2
Top cell area share = 47.1%
pwr dens = 343 nW/um^2
Vias/cell = 5.38
CTS sink count = 26
Buffers on Ports = 2
placed insts = 189
number of diodes = 0
die y size = 69.8 um
clock buffer depth = 2
Num CTS Buffers = 3
Most Crowded Layer GR = met1
Final Wtd Congestion = 0.869
first-pass GRT wire length = 4570 um
switching power = 0.000104 W
total die size = 4880 um^2
Die X = 69.8 um
Leak = 0.622 nW
post-synthesis instance area = 1380 um^2
Layout Area Growth over Synthesis = 9.61%
synth unique cells = 29
initial antenna violation count = 0
CP required = 2.72 ns
P_int = 0.000414 W
vias = 1039
fin cells = 193
RSZ-0062 raised after global routing = no
GRT met2 Usage = 18.1%
Yosys Chip Area = 1380 um^2
Peak VDD IR = 142 uV
Fillers = 432
met3 GRT Util = 1.33%
startpoint types = register
critical path capture point type = primary output
ANT nets after route = 0
flop2flop setup slack = 1.30 ns
Hold Crit Class = reg2reg
Syn Inst Count = 137
## power by group through the flow
stage / logic (W) / registers [W] / clock network [W]
final: 0.00000788 / 0.000309 / 0.000202
after global routing: 0.00000946 / 0.000309 / 0.000217
after CTS: 0.00000848 / 0.000309 / 0.000202
## worst max-delay path, cell delays in order, from the launching register on
cell and delay, ns:
dfrtp_1 0.46, nor4_1 0.30, nand4_1 0.17, nor4_1 0.24, clkdlybuf4s50_1 0.52
## layout make-up
| class | instances | area [um^2] | area share (%) |
|---|---|---|---|
| clock buffer | 4 | 55.1 | 3.64 |
| timing repair buffer | 4 | 35.0 | 2.32 |
| multi-input combinational | 100 | 681 | 45.0 |
| sequential | 26 | 651 | 43.0 |
| inverter | 7 | 26.3 | 1.74 |
| tap | 52 | 65.1 | 4.30 |
## cells in the mapped netlist (all sizes together)
cell / instances
a21oi: 7
and3: 2
and4: 4
buf: 3
clkbuf: 1
dfrtp: 26
ha: 4
inv: 7
nand2: 9
nand3: 9
nand4: 10
nor2: 10
nor2b: 1
nor3: 3
nor3b: 1
nor4: 6
nor4bb: 1
o21ai: 2
o31ai: 5
or3: 2
or4: 7
xnor2: 12
xor2: 5
## placed cells by master, fill, tap and decap left out
cell type,Yosys,layout
or3_1,2,2
nand2_1,9,9
clkbuf_8,0,4
and4_1,3,3
nor4bb_1,1,1
and4_2,1,1
xnor2_1,12,12
nor2_1,10,10
or4_4,2,2
or4_1,5,5
nor4_1,6,5
nor3b_1,1,1
inv_1,7,7
a21oi_1,6,6
nand3_1,9,9
nor2b_1,1,1
nand4_1,8,8
a21oi_2,1,1
and3_1,2,2
o31ai_1,5,5
nor3_1,3,3
buf_4,1,2
dfrtp_1,26,26
ha_1,4,4
nor4_2,0,1
o21ai_0,2,2
nand4_2,2,2
xor2_1,5,5
clkdlybuf4s50_1,0,2
## metrics by stage
step	instance area, um^2	worst slack [ns]	utilization [%]
detailed placement	1460	1.08	33.2
global route	1510	0.615	34.5
CTS	1510	0.755	34.5
finish	1510	0.773	34.5
global placement	1460	1.01	33.2
floorplan	1380	1.48	-
## layer usage
metal / part of all wire (%) / routed length (um)
met1: 51 / 1340
met2: 45 / 1180
met3: 3.1 / 82
met4: 1.7 / 44
met5: 0 / 0
## how the worst max path moves through the flow
stage	endpoint	slack [ns]	cells past startpoint
finish	out	0.77	4
global route	out	0.62	4
CTS	out	0.75	4
## cell families after synthesis
kind of cell	count (synthesis)	share of synthesized area [%]
xor+xnor	17	10.8
compound gates	14	6.26
simple gates	65	28.2
buf+inv	11	3.99
flops	26	47.1
fa+ha+maj	4	3.63
Power figures rest on the tool's default switching activity, not on a simulated workload.
