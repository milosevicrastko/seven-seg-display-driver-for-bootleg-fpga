==> ./design.v <==
module four_state_moore_state_machine_led
(
	input clk,
	input reset,
	output reg out
);
	reg		[1:0]state;
	reg [25:0] counter;
	parameter S0 = 0, S1 = 1;
	always @ (state) begin
		case (state)
			S0:
				out = 1'b1;
			S1:
				out = 1'b0;
		endcase
	end
	always @ (posedge clk or posedge reset) begin
		if (reset)
			state <= S0;
		else
			case (state)
				S0:
					begin
						counter <= counter + 1'b1;
						if(counter == 26'b10111110101111000010000000)
							state <= S1;
						else 
							state<= S0;
					end 
				S1:
						begin
						counter <= counter + 1'b1;
						if(counter == 26'b10111110101111000010000000)
							state <= S0;
						else 
							state<= S1;
					end 
			endcase
	end
endmodule
==> ./run.sh <==
#!/bin/bash
# OpenROAD 26Q1-2900-gdf79404cd8, Yosys 0.63+post, stock flow scripts
make -C /OpenROAD-flow-scripts/flow DESIGN_CONFIG=/design/flow/config.mk WORK_HOME=/design/flow/orfs finish
==> ./config.mk <==
export PLATFORM = sky130hd
export DESIGN_NAME = four_state_moore_state_machine_led
export DESIGN_NICKNAME = four_state_moore_state_machine_led
export VERILOG_FILES = /design/flow/design.v
export SDC_FILE = /design/flow/constraint.sdc
export NUM_CORES = 4
export LEC_CHECK = 1
export CORE_UTILIZATION = 30
==> ./constraint.sdc <==
current_design four_state_moore_state_machine_led

set clk_period 3.7
set clk_io_pct 0.2

create_clock -name clk0 -period $clk_period [get_ports {clk}]

set non_clock_inputs [all_inputs -no_clocks]
set_input_delay [expr $clk_period * $clk_io_pct] -clock clk0 $non_clock_inputs
set_output_delay [expr $clk_period * $clk_io_pct] -clock clk0 [all_outputs]
==> summary.txt <==
The following summarizes the physical implementation.

Setup path
The required time of the critical path is between 3 and 4 ns. The slowest library cell on the worst path is sky130_fd_sc_hd__nor4_1. The timing startpoint of the critical path is counter[1]$_DFFE_PP_. The number of buffer and inverter instances along the worst setup path is 0. The worst-case reg-to-reg setup slack stands at roughly 1.5 ns. Among all stages on the critical path, the maximum delay recorded is roughly 0.69 ns.

Traced cell by cell, the critical path runs through ha_1, nand4_1, nor4_1, nand3_1, xnor2_1. The origin of the critical flop-to-flop path is counter[1]$_DFFE_PP_. STA classifies the critical path startpoint as a flip-flop. Data arrives at the worst endpoint at approximately 2.2 ns. For reference, the critical path is captured by counter[14]$_DFFE_PP_. The capturing element type of the critical path is a flip-flop.

The number of cells on the worst reg-to-reg path is 5. In this run the critical register-to-register path is captured at counter[14]$_DFFE_PP_. The timing report attributes the biggest portion of critical-path delay to simple AND/OR/NAND/NOR gates. The maximum fanout along the worst path is 5.

The STA report counts the stages on the worst setup path as 5. The worst setup path is of the flip-flop to flip-flop kind.

CTS
Counting the buffers created by CTS gives 3. The count of instances resized after the clock tree is built is 0. The clock-pin slew of the registers on the worst-case setup and hold paths is approximately 0.10 ns. The clock insertion delay at the later pin of the skew report is between 0.2 and 0.3 ns. The number of hold buffers added after cts is 0. The longest clock path from root to sink contains 2 buffers. The TritonCTS clock tree is built.

The post-CTS setup-driven buffer insertion count is 0. The tree is rooted in a sky130_fd_sc_hd__clkbuf_8. The level count of the clock H-tree is 1.

Placed design
Detailed placement reports a standard cell area of between 1500 and 2000 um^2. The weighted congestion at the end of routability-driven global placement is 0.8431. As logged by OpenROAD, the buffers inserted on ports number 2.

The wire-length estimate of the detail-placed layout is approximately 1600 um.

Pwr
The power per cell area is 319.4 nW/um^2. VDD sags by at most approximately 0.11 mV. Overall power consumption after layout is estimated at around 510 uW.

The leakage power summed over all cells is approximately 0.00053 uW.

Global route
The maximum number of pins on one net before global-route repair is 27. The initial antenna violation count is 0. The combined global-route utilization of all metal layers is roughly 10%. The first-pass GRT wire length is around 4100 um.

The total grt overflow is 0. The number of global-route vias before repair is between 800 and 900.

Final timing
The post-route clock skew is 0.009253 ns. The final critical path takes up between 50 and 60% of the cycle. The actual transition at the worst max-transition pin is between 0.8 and 0.9 ns.

The final timing report lists a max-slew violation count of 0. The final-layout setup total negative slack is 0 ns. For the finished layout, the period the worst path requires is between 2 and 2.5 ns. The count of unclocked register or latch pins was 1. The max-slew check reports its worst relative slack as 42.62%. 2 endpoints have no timing constraint.

The number of hold-slack violations in the final timing report is 0. Setup repair after global routing left no endpoint under its margin. Per the timing report, the achievable frequency comes out to 0.4513 GHz.

For this run, the final setup violation count is recorded as 0.

Drt
The number of search-and-repair iterations in the first detailed-routing pass is 4. The remaining antenna violation count after routing is 0. For this sky-water flow run, the detailed-routed wirelength per cell is reported as about 13 um. The DRC violation total left in the routed layout is recorded as 0. In the routed netlist, the antenna diode instances number 0. The detailed router placed just over 900 vias in this run. The vias per cell is 5.153. The detailed router's first-iteration violation count is about 97. The routed wire length is around 2300 um.

Floorplanning
The die is roughly 72 um tall. The die covers between 5000 and 6000 um^2. The total area inside the core boundary comes to between 4000 and 5000 um^2. Pin placement for this block handled 3 I/O pins. In this run the horizontal extent of the chip is roughly 72 um. The number of core rows is 25.

At the floorplan stage, the core utilization is reported as ~31%.

Job
The number of maximum-capacitance constraint violations is 0. The number of warnings reported in the stage logs is 26.

Logic synthesis
The share of synthesized cell area in and, or, nand and nor gates is between 20% and 30%. The share of the synthesized netlist area taken by xor and xnor gates is 14.38%. The async set-reset flop share out of synthesis is 6.897%. The main area contributors are sky130_fd_sc_hd__edfxtp_1, sky130_fd_sc_hd__xnor2_1, sky130_fd_sc_hd__xor2_1. The post-synth tally of flip-flops with integrated enable is 26. The share of cell area taken by muxes after synthesis is roughly 1.5%. After synthesis the cells add up to around 1500 um^2.

Counting every instance in the synthesized netlist gives between 100 and 150. The main kind of combinational logic by area is simple AND/OR/NAND/NOR gates. Yosys reported a register bit count of 29. The biggest area contributor in the post-synthesis netlist is sky130_fd_sc_hd__edfxtp_1. The area fraction in full adders, half adders and majority gates is roughly 1.7%.

A synthesized cell averages between 10 and 15 um^2. The chip area line of the yosys report is roughly 1500 um^2. The area share of the largest cell type after synthesis is between 50 and 60%. The leading register cell type out of synthesis is sky130_fd_sc_hd__edfxtp_1. Warnings reported by Yosys during synthesis add up to 1. The aoi/oai-family share of the synthesized area is 0%. The yosys cell count is between 100 and 150. The tally of unique sky130hd cells used after synthesis is 26.

Hold path
The type recorded for the worst min-delay path is flip-flop to flip-flop.

Finish
The final standard cell area without fillers is between 1500 and 2000 um^2. Of the cells placed in the final design, the portion with a size suffix greater than 1 is 10.57%. The growth of design area from synthesis to finish is 8.990%. In the final layout, the fill cell count is 466.

Run status
The run finished with clean final reports.
## sequential cells by signal (all words and copies together), names as in the netlist, named ones only
register,cells
counter,26
out,1
## synthesized netlist by cell type (2+ instances only)
| library cell | instances |
|---|---|
| sky130_fd_sc_hd__nand3_1 | 10 |
| sky130_fd_sc_hd__nor4_1 | 4 |
| sky130_fd_sc_hd__xor2_1 | 12 |
| sky130_fd_sc_hd__nor2_1 | 8 |
| sky130_fd_sc_hd__nand2_1 | 10 |
| sky130_fd_sc_hd__inv_1 | 7 |
| sky130_fd_sc_hd__nor3_1 | 2 |
| sky130_fd_sc_hd__or4b_1 | 2 |
| sky130_fd_sc_hd__nand4_1 | 5 |
| sky130_fd_sc_hd__edfxtp_1 | 26 |
| sky130_fd_sc_hd__nor4_2 | 2 |
| sky130_fd_sc_hd__and4_1 | 2 |
| sky130_fd_sc_hd__nor3b_1 | 2 |
| sky130_fd_sc_hd__xnor2_1 | 12 |
| sky130_fd_sc_hd__ha_1 | 2 |
## per-stage QoR
stage / util, % / hold WS [ns] / setup WS (ns) / instances
CTS: 33.95 / 0.5690 / 1.524 / 177
floorplan: - / 0.4805 / 1.434 / 117
detailed placement: 32.99 / 0.5462 / 1.551 / 173
finish: 33.95 / 0.5669 / 1.484 / 177
global route: 33.95 / 0.6026 / 1.292 / 177
global placement: 32.99 / 0.5187 / 1.585 / 173
## routing by layer
| layer | track usage [%] | up-vias | wire, um |
|---|---|---|---|
| met5 | 0 | - | 0 |
| met4 | 1.525 | 0 | 42 |
| met3 | 2.282 | 5 | 65 |
| met2 | 15.09 | 16 | 1037 |
| met1 | 17.08 | 451 | 1198 |
| li1 | - | 440 | - |
## how the worst min path moves through the flow
stage / to / slack, ns / depth (start not counted)
final: flip-flop / 0.57 / 1
after global routing: flip-flop / 0.60 / 1
after CTS: flip-flop / 0.57 / 1
## report_power, final
part           internal, uW  switching (uW)  total [uW]
clock                  74.5            92.1         167
sequential              340               0         340
combinational          1.02           0.751        1.77
## kinds of logic (layout without fill, tap and decap cells)
family                   after synthesis  after routing
XOR/XNOR                              24             24
buffers and inverters                  8             14
latches                                1              1
adder cells (fa/ha/maj)                2              2
flip-flops                            28             28
multiplexers                           2              2
AND/OR/NAND/NOR                       52             52
## cell type report
type                            instances  area (um^2)  area share [%]
Clock buffer                            3        41.29           2.592
Clock inverter                          1        3.754          0.2357
Inverter                                7        26.28           1.650
Multi-Input combinational cell         80        579.3           36.37
Sequential cell                        29        847.1           53.18
Tap cell                               54        67.56           4.242
Timing Repair Buffer                    3        27.53           1.728
## placed cells by master, fill, tap and decap left out, drive strengths merged
cell type	netlist	layout
or4	1	1
clkdlybuf4s50	0	2
nor3b	2	2
ha	2	2
and3	1	1
buf	1	1
xnor2	12	12
nor3	2	2
edfxtp	26	26
dlxtn	1	1
and4	2	2
inv	7	7
xor2	12	12
clkbuf	0	3
nand3	10	10
dfrtp	1	1
clkinv	0	1
mux2	2	2
or4b	2	2
nand2	10	10
nor4	7	7
nor2	8	8
or2	1	1
dfstp	1	1
nand4	6	6
Power is estimated from default activity; no workload was simulated.
